[flow/run.sh]
#!/bin/bash
# OpenROAD 26Q1-2900-gdf79404cd8, Yosys 0.63+post, stock flow scripts
make -C /OpenROAD-flow-scripts/flow DESIGN_CONFIG=/design/flow/config.mk WORK_HOME=/design/flow/orfs finish
[flow/config.mk]
export PLATFORM = sky130hd
export DESIGN_NAME = controller
export DESIGN_NICKNAME = controller
export VERILOG_FILES = /design/flow/design.v
export SDC_FILE = /design/flow/constraint.sdc
export NUM_CORES = 4
export LEC_CHECK = 1
export CORE_AREA = 10 10 86 86
export DIE_AREA = 0 0 96 96
[flow/constraint.sdc]
current_design controller

set clk_period 1.3
set clk_io_pct 0.2

create_clock -name clk0 -period $clk_period [get_ports {clk}]

set non_clock_inputs [all_inputs -no_clocks]
set_input_delay [expr $clk_period * $clk_io_pct] -clock clk0 $non_clock_inputs
set_output_delay [expr $clk_period * $clk_io_pct] -clock clk0 [all_outputs]
[flow/design.v]
module aludec(	input logic [5:0] funct,
		input logic [1:0] aluop,
		output logic [3:0] alucontrol,
		output logic hiloen, jr, shift);
	logic [7:0] controls;
	assign {alucontrol, hiloen, jr, shift} = controls;
	always_comb
		case (aluop)
			2'b00: controls <= 8'b0010_000;  
			2'b01: controls <= 8'b0110_000;  
			2'b11: controls <= 8'b0111_000;  
			default: case(funct)  
				6'b100100: controls <= 8'b0000_000;  
				6'b100101: controls <= 8'b0001_000;  
				6'b100000: controls <= 8'b0010_000;  
				6'b100010: controls <= 8'b0110_000;  
				6'b101010: controls <= 8'b0111_000;  
				6'b011000: controls <= 8'b1000_100;  
				6'b011010: controls <= 8'b1001_100;  
				6'b010000: controls <= 8'b1010_000;  
				6'b010010: controls <= 8'b1011_000;  
				6'b001000: controls <= 8'bxxxx_01x;  
				6'b000000: controls <= 8'b1100_001;  
				6'b000010: controls <= 8'b1101_001;  
				default:   controls <= 8'bxxxx_xxx;  
			endcase
		endcase
endmodule
module controller(	input logic clk, reset,
 			input logic [5:0] opD, functD,
			input logic flushE, equalD,
 			output logic [1:0] memtoregE, memtoregM, memtoregW,
 			output logic memwriteM,
 			output logic pcsrcD, branchD, bneD, alusrcE,
 			output logic [1:0]regdstE, 
 			output logic regwriteE, regwriteM, regwriteW,
 			output logic jumpD, jrD, shiftE, storeselectM,
 			output logic [3:0] alucontrolE,
			output logic hiloenE);
	logic [1:0] aluopD, regdstD, memtoregD;
 	logic memwriteD, alusrcD, regwriteD, hiloenD, shiftD, storeselectD, storeselectE;
 	logic [3:0] alucontrolD;
 	logic memwriteE;
	maindec md(opD, memtoregD, memwriteD, branchD, bneD,
 			alusrcD, regdstD, regwriteD, jumpD,storeselectD, aluopD);
	aludec ad(functD, aluopD, alucontrolD, hiloenD, jrD, shiftD);
	assign pcsrcD = (branchD & equalD) | (bneD & ~equalD);
        floprc #(14)   regExecute ( clk,reset,flushE,
					{regwriteD,memtoregD,memwriteD,alucontrolD,alusrcD,regdstD, hiloenD, shiftD, storeselectD},
					{regwriteE,memtoregE,memwriteE,alucontrolE,alusrcE,regdstE, hiloenE, shiftE, storeselectE});
	flopr #(5) regMem(clk, reset,
				{regwriteE,memtoregE, memwriteE,storeselectE},
 				{regwriteM,memtoregM, memwriteM,storeselectM});
	flopr #(3) regWriteBack(clk, reset,
 					{regwriteM,memtoregM},
 					{regwriteW,memtoregW}); 
endmodule
module flopr 	#(parameter WIDTH=8)
		(input logic clk, reset,
		input logic [WIDTH-1:0] d,
		output logic [WIDTH-1:0] q);
	always_ff @(posedge clk, posedge reset)
		if (reset) 
			q <= 0;
		else
			q <= d;
endmodule
module floprc  #(parameter WIDTH = 8)
 		(input logic clk, reset, clear,
 		 input logic [WIDTH-1:0] d,
		 output logic [WIDTH-1:0] q);
	always_ff @(posedge clk, posedge reset)
 		if (reset) q <= 0;
 		else if (clear) q <= 0;
 		else q <= d;
endmodule
module maindec(	input logic [5:0] op,
 		output logic [1:0]memtoreg,
 		output logic memwrite, branch, bne, alusrc,
 		output logic[1:0] regdst, 
		output logic regwrite,
 		output logic jump,storeselect,
 		output logic [1:0] aluop);
 	reg [12:0] controls;
		assign {bne,regwrite, regdst, alusrc,
					branch, memwrite,
					memtoreg, jump, aluop,storeselect} = controls;
	always @ (*)
	case(op)  
		6'b000000: controls <=13'b0101000000100;  
		6'b100011: controls <=13'b0100100010000;  
		6'b101011: controls <=13'b0000101000000;  
		6'b000100: controls <=13'b0000010000010;  
		6'b001000: controls <=13'b0100100000000;  
		6'b000010: controls <=13'b0000000001000;  
		6'b001010: controls <=13'b0100100000110;  
		6'b000101: controls <=13'b1000000000010;  
		6'b000011: controls <=13'b0110000101000;  
		6'b100000: controls <=13'b0100100110000;  
		6'b101000: controls <=13'b0000101000001;  
		default:   controls <=13'bxxxxxxxxxxxxx;  
		endcase
endmodule
==> reports/metrics.csv <==
metric,value,unit
run_status,finished with violations,
failed_checks,negative setup slack,
max_freq,556,MHz
via_per_inst,4.22,
path_max_fanout,3,
drtIter0Drc,54,
slew_headroom,76.8,%
r2r-end,regMem.q[3],
top_area_cell,dfrtp_1,
drc_errors,0,
tightestPinTransition,344,ps
hold_depth,3,
r2r_cells,0,
synth.ff_latch_count,22,
min_period,1800,ps
drv_slew,0,
die_w,96,µm
drive_gt1_share,42.1,%
yosys_cells,105,
path_clk_slew,80,ps
dieArea,9220,µm²
finalSetupViolCount,15,
critPathLaunchType,input pin,
synth_cell_type_count,36,
row_count,27,
finalClockPeriodUsage,138,%
ys_seq_share,52.1,%
grt.overflow.total,0,
p_int,1270,µW
cts_tree,done,
vdd_drop_max,0.409,mV
switchingPower,359,µW
p_per_area,840,nW/µm²
nFillCells,555,
min_to,regExecute.q[5],
met2_usage,8.18,%
grt_max_degree,23,
worstSetupEndpointType,primary output,
met3_usage,1.65,%
worstHoldStart,opD[2],
coreArea,5540,µm²
cts-hold-fix-buffers,0,
stdcell_count,243,
leakage,0.000933,µW
dp_cells,236,
top_cell_area_share,52.1,%
gp_congestion,0.760,
synth_area,1060,µm²
ctsHtreeMaxLevel,1,
dr.pass1.iters,4,
num_antenna_cells,0,
cts-root-buf,clkbuf_8,
initCoreUtil,19.1,%
reg2reg_from,regExecute.q[12],
ys_area,1060,µm²
skew,5.84,ps
wl,2890,µm
fin_util,35.1,%
rsz0062_at_grt,true,
crit_required,1040,ps
final_cell_mix,"dlygate4sd2_1, buf_4, dfrtp_1, nand2_1, buf_6",
vias,1025,
fin_setup_tns,-3970,ps
grt_pass1_wl,4600,µm
placed_cell_area,1720,µm²
area_delta_synth_final,83.9,%
met1_usage,9.31,%
swShare,22.0,%
area_leaders,"dfrtp_1, nor4_1, o21ai_0",
pwr-share-clk,37.5,%
synth_cells,105,
fin_ws,-500,ps
finalInstanceArea,1940,µm²
warning_count,28,
ys_warn_count,5,
numCtsBuffers,3,
clock_latency,260,ps
top_usage_layer,met1,
hold_ws,296,ps
dp_hpwl,2280,µm
r2r_slack,820,ps
critical_path_class,in2out,
grt_pass1_vias,985,
grt_use_total,5.98,%
drtAntennaViolNets,0,
max_cap_violations,0,
port_buffers,40,
critPathArrivalTime,1540,ps
cts.sinks,22,
avgSynthCellArea,10.1,µm²
antenna_found_initial,0,
die_h,96,µm
comb_power_share,19.6,%
seqPwrFrac,42.9,%
hp-class,in2reg,
hold_viol_final,0,
post_drt_wl_per_cell,11.9,µm
cts_buffer_depth,2,
pin_count,41,
## what timing repair did
item / 4_1_cts / 5_1_grt
pin swaps: 8 / 7
endpoints found under the hold margin: 0 / 0
buffers inserted: 2 / 2
gates resized: 73 / 24
endpoints found under the setup margin: 38 / 16
## power by group through the flow
stage	registers, µW	logic, µW	clock network (µW)
CTS	702	279	630
global route	703	351	665
finish	701	320	612
## how the worst max path moves through the flow
stage / from / slack [ps] / to / cells after the start
4_1_cts: opD[5] / -540 / jrD / 6
5_1_grt: opD[1] / -550 / jrD / 6
6_report: opD[1] / -500 / jrD / 6
## state kept, by name (all words and copies together), names as in the netlist
name / flops
regExecute.q: 14
regMem.q: 5
regWriteBack.q: 3
## area by class of cell
class	instances	area, µm²	share of cell area, %
multi-input cells	69	609	31.3
repair buffers	70	601	30.9
flip-flops and latches	22	551	28.3
well taps	72	90.1	4.63
clock buffers	3	41.3	2.12
clock inverters	1	30.0	1.54
inverters	6	22.5	1.16
## cell families (layout without fill, tap and decap cells)
group,Yosys count,after routing,synth area share (%)
buffers and inverters,14,80,5.92
xor gates and xnor gates,2,2,1.66
DFF,22,22,52.1
muxes,1,1,0.947
AOI/OAI and AO/OA,23,23,15.6
and+or+nand+nor,43,43,23.8
## per-layer routing
| layer | routed length, µm | share of wire [%] | up-vias |
|---|---|---|---|
| met3 | 285 | 9.9 | 2 |
| met2 | 1170 | 40 | 35 |
| li1 | - | - | 515 |
| met1 | 1410 | 49 | 473 |
| met4 | 26 | 0.90 | 0 |
| met5 | 0 | 0 | - |
## stage by stage
step | total power, µW | setup WS [ps]
finish | 1630 | -500
floorplan | 832 | -518
global route | 1720 | -551
CTS | 1610 | -541
detailed placement | 997 | -1220
global placement | 995 | -1220
## synth_stat cells (all sizes together)
cell / number
o21a: 1
nor4b: 2
buf: 4
or2: 3
o31ai: 4
nor4: 7
inv: 6
xnor2: 2
a21oi: 4
nor3: 5
nor2: 6
nor3b: 2
and2b: 1
o22ai: 1
nand2b: 2
o21ai: 6
or3: 1
a211oi: 2
nand3: 1
nand4b: 1
clkbuf: 4
o32ai: 1
a31oi: 1
a221oi: 1
and2: 1
and3: 2
nor2b: 1
a221o: 1
nand2: 7
mux2i: 1
or4b: 1
o21bai: 1
dfrtp: 22
## worst max-delay path, stage by stage
cell	delay [ps]
buf_6	90
or4b_4	560
o21a_4	150
a221oi_4	300
nor4_2	60
buf_2	110
Power figures rest on the tool's default switching activity, not on a simulated workload.
